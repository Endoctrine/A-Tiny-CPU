`constraint.sdc`:
```
current_design MUX_3

set clk_period 5.8
set clk_io_pct 0.2

create_clock -name clk0 -period $clk_period

set non_clock_inputs [all_inputs -no_clocks]
set_input_delay [expr $clk_period * $clk_io_pct] -clock clk0 $non_clock_inputs
set_output_delay [expr $clk_period * $clk_io_pct] -clock clk0 [all_outputs]
```
`design.v`:
```
`timescale 1ns / 1ps
module MUX(
    );
endmodule
module MUX_2(
    input [31:0] a,
	 input [31:0] b,
	 input [31:0] c,
	 input [31:0] d,
	 input [1:0] sel,
	 output [1:0] out
    );
	 assign out = sel == 0 ? a :
	              sel == 1 ? b :
					  sel == 2 ? c : d;
endmodule
module MUX_3(
    input [31:0] a,
	 input [31:0] b,
	 input [31:0] c,
	 input [31:0] d,
	 input [31:0] e,
	 input [31:0] f,
	 input [31:0] g,
	 input [31:0] h,
	 input [2:0] sel,
	 output [31:0] out
);
    assign out = sel == 0 ? a :
	              sel == 1 ? b :
					  sel == 2 ? c :
					  sel == 3 ? d :
					  sel == 4 ? e :
	              sel == 5 ? f :
					  sel == 6 ? g : h;
endmodule
module MUX_4(
    input [31:0] a,
	 input [31:0] b,
	 input [31:0] c,
	 input [31:0] d,
	 input [31:0] e,
	 input [31:0] f,
	 input [31:0] g,
	 input [31:0] h,
	 input [31:0] i,
	 input [31:0] j,
	 input [31:0] k,
	 input [31:0] l,
	 input [31:0] m,
	 input [31:0] n,
	 input [31:0] o,
	 input [31:0] p,
	 input [3:0] sel,
	 output [31:0] out
);
    assign out = sel == 0 ? a :
	              sel == 1 ? b :
					  sel == 2 ? c :
					  sel == 3 ? d :
					  sel == 4 ? e :
	              sel == 5 ? f :
					  sel == 6 ? g :
					  sel == 7 ? h :
					  sel == 8 ? i :
	              sel == 9 ? j :
					  sel == 10 ? k :
					  sel == 11 ? l :
					  sel == 12 ? m :
	              sel == 13 ? n :
					  sel == 14 ? o : p;
endmodule
```
`config.mk`:
```
export PLATFORM = sky130hd
export DESIGN_NAME = MUX_3
export DESIGN_NICKNAME = MUX_3
export VERILOG_FILES = /design/flow/design.v
export SDC_FILE = /design/flow/constraint.sdc
export NUM_CORES = 4
export LEC_CHECK = 1
export CORE_AREA = 10 10 120 120
export DIE_AREA = 0 0 130 130
```
`run.sh`:
```
#!/bin/bash
# OpenROAD 26Q1-2900-gdf79404cd8, Yosys 0.63+post, stock flow scripts
make -C /OpenROAD-flow-scripts/flow DESIGN_CONFIG=/design/flow/config.mk WORK_HOME=/design/flow/orfs finish
```
==> GITHUB_STEP_SUMMARY <==
### Metrics collected by this job

| Metric | Value |
|---|---|
| Cts repair resizes | 0 |
| # diodes | 0 |
| RSZ-0062 raised after global routing | no |
| Area growth, synth to finish | 133% |
| Tot GR Track Use | 15.2% |
| Vias | 3,157 |
| Final HPWL DP | 11.9 mm |
| FFs & Latches | 0 |
| Initial antenna violation count | 0 |
| DRT antenna net count | 0 |
| Post-CTS Hold Buffers | 0 |
| Drc violations | 0 |
| Netlist cell types | 34 |
| Total Neg Setup Slack | 0 ns |
| Synth Seq Share | 0% |
| Largest net degree at the start of global routing | 60 |
| Reg area | 0 um2 |
| First-pass GRT wire length | 19.8 mm |
| Worst Path Arrival | 3.44 ns |
| Worst slew margin | 35.7% |
| Tcrit/Tclk final | 79.3% |
| Critical Path Start Type | primary input |
| Syn Area/Cell | a little over 9 um2 |
| Gr ovfl total | 0 |
| Yosys stat cell total | between 200 and 250 |
| # clk buffers | 0 |
| Floorplan utilization | 18.4% |
| Ports | 291 |
| Post CTS Setup Buffer Count | 0 |
| Final Setup Violations | 0 |
| Log Warnings | 32 |
| Vias per cell | 4.83 |
| Number of global-route vias before repair | 3,333 |
| GP Congestion | 0.940 |
| Post-route cell area | 5090 um2 |
| Required time worst endpoint | approximately 4.6 ns |
| Die X | 130 um |
| FP Rows | 40 |
| Die Ht | 130 um |
| VDD IR max | 0.0511 mV |
| Status | finished clean |
| Final setup margin | 1.20 ns |
| Yosys warnings | 0 |
| Die Size | 16,900 um2 |
| Iteration-0 DRC count of the detailed router | around 140 |
| # port buffers | 291 |
| Drt pass-1 iters | 4 |
| CP endpoint kind | output pin |
| Fmax achieved | ~0.22 GHz |
| CP max FO | 59 |
| Least-Margin Pin Slew | 0.960 ns |
| Slew Viols, Final | 0 |
| Most frequent cells in the layout | clkdlybuf4s50_1, nand2_1, nor2_1 |
| Tmin final | 4.60 ns |
| Dominant logic cell type in the layout | clkdlybuf4s50_1 |
| Max-Cap Viols | 0 |
| Filler instances | 1,153 |
| Leak | 1.87 nW |
| Post-route insts no fill | 653 |
| Power Dens Cells | ~74 nW/um2 |
| Yosys Chip Area | approximately 2200 um2 |
| Wire per inst | 21.2 um |
| Final WL | 13.8 mm |
| Cells after synthesis | 238 |
| Pre-CTS setup slack | 1.20 ns |
| DP Cell Count | 653 |
| Synthesized area | 2190 um2 |
| Hold Crit Class | primary input to output pin |
| Final Hold Vio Count | 0 |
| Placed cell areas | 5090 um2 |
| Layout cells sized above 1 | 9.68% |
| Core area | 11,900 um2 |
| Worst Setup Path Type | primary input to output pin |
## worst paths after layout
| check | startpoint | endpoint | depth (start not counted) |
|---|---|---|---|
| worst min-delay path | sel[2] | out[6] | 4 |
| worst max-delay path | sel[0] | out[29] | 7 |
## cell type report
class              count  area (um2)  area share [%]
inverters              2        7.51           0.147
multi-input cells    207        1950            38.4
well taps            147         184            3.61
repair buffers       297        2950            57.9
## worst max-delay path: stages
cell and delay [ns]:
buf_4 0.55, buf_4 0.46, inv_2 0.11, nand2_2 0.15
o22ai_1 0.14, a221oi_2 0.32, clkdlybuf4s50_1 0.51
## routing by layer
| metal | GRT usage, % | vias to the layer above | share of wire (%) |
|---|---|---|---|
| met5 | 0 | - | 0 |
| met4 | 0 | 0 | 0 |
| met3 | 4.65 | 0 | 11 |
| met2 | 27.1 | 170 | 51 |
| met1 | 18.9 | 1444 | 39 |
| li1 | - | 1543 | - |
## cells by family (layout without fill, tap and decap cells)
kind of cell | Yosys count | count (layout) | synth area share [%]
AND-OR/OR-AND | 91 | 91 | 31.5
buffers and inverters | 31 | 299 | 10.7
multiplexers | 55 | 55 | 44.2
AND/OR/NAND/NOR | 61 | 61 | 13.5
## synthesized netlist by cell type, drive strengths merged
master | number | area [um2]
buf | 25 | 203
o221ai | 12 | 105
a21oi | 14 | 70.1
o21ai | 3 | 15.0
or3b | 3 | 26.3
nor2 | 23 | 86.3
a22oi | 3 | 22.5
mux2 | 16 | 180
nand3 | 3 | 15.0
nand2 | 25 | 96.4
o22ai | 14 | 87.6
mux2i | 10 | 100
inv | 2 | 7.51
a22o | 3 | 26.3
clkbuf | 4 | 25.0
mux4 | 29 | 687
a21o | 12 | 90.1
a221oi | 10 | 131
nor4b | 3 | 45.0
or2 | 1 | 6.26
a2bb2oi | 7 | 61.3
nor2b | 3 | 21.3
a31oi | 13 | 81.3
## report_power, final
group / switching, mW / internal [mW] / total, mW / leakage (nW)
combinational: 0.109 / 0.270 / 0.379 / 1.87
sequential: 0 / 0 / 0 / 0
clock: 0 / 0 / 0 / 0
total: 0.109 / 0.270 / 0.379 / 1.87
## through the flow
| step | util (%) | hold WS, ns | power, mW |
|---|---|---|---|
| floorplan | - | 2.41 | 0.138 |
| global placement | 42.7 | 3.24 | 0.382 |
| detailed placement | 42.7 | 3.24 | 0.383 |
| CTS | 42.7 | 3.24 | 0.385 |
| global route | 42.7 | 3.28 | 0.409 |
| finish | 42.7 | 3.24 | 0.379 |
Power is estimated from default activity; no workload was simulated.
